`./config.mk`:
```
export PLATFORM = sky130hd
export DESIGN_NAME = multi_function_counter
export DESIGN_NICKNAME = multi_function_counter
export VERILOG_FILES = /design/flow/design.v
export SDC_FILE = /design/flow/constraint.sdc
export NUM_CORES = 4
export LEC_CHECK = 1
export CORE_UTILIZATION = 40
```
`./constraint.sdc`:
```
current_design multi_function_counter

set clk_period 4.1
set clk_io_pct 0.2

create_clock -name clk0 -period $clk_period [get_ports {clock}]

set non_clock_inputs [all_inputs -no_clocks]
set_input_delay [expr $clk_period * $clk_io_pct] -clock clk0 $non_clock_inputs
set_output_delay [expr $clk_period * $clk_io_pct] -clock clk0 [all_outputs]
```
`./run.sh`:
```
#!/bin/bash
# OpenROAD 26Q1-2900-gdf79404cd8, Yosys 0.63+post, stock flow scripts
make -C /OpenROAD-flow-scripts/flow DESIGN_CONFIG=/design/flow/config.mk WORK_HOME=/design/flow/orfs finish
```
`./design.v`:
```
`timescale 1ns / 1ps
module multi_function_counter(output reg [6:0] digit,
	output reg cout,
	output reg [1:0] word,
	output wire [1:0] word_close,
	input wire [3:0] data,
	input wire [1:0] mod_sel,
	input wire enable,
	input wire reset,
	input wire clock,
	input wire load,
	input wire dir_sel
    );
	reg [3:0] data_out;
	reg [31:0] count_1;
	reg [9:0] count_2;
	parameter t_1=32'd50000;
	parameter t_2=9'd500;
	always @(posedge clock)
	begin
		if(reset)
		begin
			cout<=0;
			data_out<=0;
			count_1<=0;
			count_2<=0;
			word<=2'b01;
		end
		else
		begin
			count_1<=count_1+1;
			if(count_1==t_1)
				count_1<=0;
			count_2<=count_2+1;
			if(count_2==t_2)
				count_2<=0;
			if(enable)
			begin
				if(load)
					data_out<=data;
				else if(count_1==(t_1/2))
					case(data_out)
						4'b0000:
						if(dir_sel)
							data_out<=data_out+1;
						else if(mod_sel==0)
						begin
							data_out<=4'b0111;
							cout<=1;
						end
						else if(mod_sel==1)
						begin
							data_out<=4'b1001;
							cout<=1;
						end
						else if(mod_sel==2)
						begin
							data_out<=4'b1111;
							cout<=1;
						end
						4'b0110:
						begin
							if(dir_sel)
							begin
								data_out<=data_out+1;
								if(mod_sel==0)
									cout<=1;
							end
							else data_out<=data_out-1;
						end
						4'b0111:
						begin
							cout<=0;
							if(dir_sel)
							begin
								if(mod_sel==0)
									data_out<=4'b0000;
								else data_out<=data_out+1;
							end
							else data_out<=data_out-1;
						end
						4'b1000:
						begin
							if(mod_sel==0)
							begin
								data_out<=0;
								cout<=0;
							end
							if(mod_sel!=0)
							begin
								if(dir_sel)
								begin
									data_out<=data_out+1;
									if(mod_sel==1)
										cout<=1;
								end
								else data_out<=data_out-1;
							end
						end
						4'b1001:
						begin
							if(mod_sel==0)
							begin
								data_out<=0;
								cout<=0;
							end
							if(mod_sel!=0)
							begin
								cout<=0;
								if(dir_sel)
								begin
									if(mod_sel!=2)
										data_out<=4'b0000;
									else data_out<=data_out+1;
								end
								else data_out<=data_out-1;
							end
						end
						4'b1010:
						begin
							if(mod_sel!=2)
								begin
									data_out<=0;
									cout<=0;
								end
							if(mod_sel==2)
							begin
								if(dir_sel)
								data_out<=data_out+1;
								else data_out<=data_out-1;
							end
						end
						4'b1011:
						begin
							if(mod_sel!=2)
								begin
									data_out<=0;
									cout<=0;
								end
							if(mod_sel==2)
							begin
								if(dir_sel)
								data_out<=data_out+1;
								else data_out<=data_out-1;
							end
						end
						4'b1100:
						begin
							if(mod_sel!=2)
								begin
									data_out<=0;
									cout<=0;
								end
							if(mod_sel==2)
							begin
								if(dir_sel)
								data_out<=data_out+1;
								else data_out<=data_out-1;
							end
						end
						4'b1101:
						begin
							if(mod_sel!=2)
								begin
									data_out<=0;
									cout<=0;
								end
							if(mod_sel==2)
							begin
								if(dir_sel)
								data_out<=data_out+1;
								else data_out<=data_out-1;
							end
						end
						4'b1110:
						begin
							if(mod_sel!=2)
								begin
									data_out<=0;
									cout<=0;
								end
							if(mod_sel==2)
							begin
								if(dir_sel)
								begin
									data_out<=data_out+1;
									cout<=1;
								end
								else data_out<=data_out-1;
							end
						end
						4'b1111:
						begin
							if(mod_sel!=2)
								begin
									data_out<=0;
									cout<=0;
								end
							if(mod_sel==2)
							begin
								cout<=0;
								if(dir_sel)
									data_out<=4'b0000;
								else data_out<=data_out-1;
							end
						end
						default:
						if(dir_sel)
							data_out<=data_out+1;
						else data_out<=data_out-1;
					endcase
			end
		end	
		if(count_2==(t_2/2))
		begin
			case(word)
				2'b10:
				begin
					case(data_out)
					4'b0000:digit<=7'b1000000;
					4'b0001:digit<=7'b1111001;
					4'b0010:digit<=7'b0100100;
					4'b0011:digit<=7'b0110000;
					4'b0100:digit<=7'b0011001;
					4'b0101:digit<=7'b0010010;
					4'b0110:digit<=7'b0000010;
					4'b0111:digit<=7'b1111000;
					4'b1000:digit<=7'b0000000;
					4'b1001:digit<=7'b0010000;
					4'b1010:digit<=7'b1000000;
					4'b1011:digit<=7'b1111001;
					4'b1100:digit<=7'b0100100;
					4'b1101:digit<=7'b0110000;
					4'b1110:digit<=7'b0011001;
					4'b1111:digit<=7'b0010010;
					endcase
					word<=2'b01;
				end
				2'b01:
				begin
					if(data_out<=4'b1001)
						digit<=7'b1000000;
					else
						digit<=7'b1111001;
					word<=2'b10;
				end
				default:
					word<=2'b10;
			endcase
		end
	end
	assign word_close=2'b11;
endmodule
```
==> impl_metrics.py <==
# Physical implementation metrics
metrics = {
    "run_status": {
        "status": "completed",
    },
    "global_route": {
        "grt_antenna_before_repair": 0,
        "grt_max_degree": 33,
        "grt_pass1_vias": 2465,
        "grt_pass1_wl_um": 11000,
        "grtUsageTotal_pct": 15.4,
        "grt_overflow": 0,
    },
    "critical_path": {
        "critical_path_required_ps": 4370,
        "r2r_start": "data_out[0]$_SDFFE_PP0N_",
        "path_max_fanout": 8,
        "reg2reg_slack_ps": 690,
        "rr_worst_depth": 12,
        "worstPathArrival_ps": 3720,
        "worst-setup-path-type": "primary input to register",
        "cp-end-kind": "register",
        "startpoint_type": "primary input",
    },
    "clock_network": {
        "post_cts_buffers": 0,
        "ctsHoldBuffers": 0,
        "cts_tree": "done",
        "h-tree-depth": 3,
        "clk_path_buf_depth": 2,
        "postCtsResizedCells": 0,
        "cts_made_buffers": 9,
        "clk_latency_ps": 340,
        "cts.sinks": 63,
        "cts_root_buffer": "clkbuf_8",
        "cts.clk_slew.worst_paths_ps": 70,
    },
    "floorplan": {
        "rows": 33,
        "fp-utilization_pct": 41.9,
        "ioPinCount": 23,
        "dieArea_um2": 9060,
        "die_w_um": 95.2,
        "die_y_um": 95.2,
        "coreArea_um2": 8300,
    },
    "yosys": {
        "synthFlopType": "dfxtp_1",
        "ys_seq_share_pct": 38.9,
        "synth_flops": 63,
        "top_cell_area_share_pct": 31.1,
        "yosys.area.top_type": "dfxtp_1",
        "enable_flop_cells": 9,
        "synthArstFlopShare_pct": 0,
        "synthesis.area_um2": 3470,
        "top_cells_by_area": "dfxtp_1 (31%), edfxtp_1 (7.8%), ha_1 (6.8%)",
        "synth_stat.cells": 398,
        "netlist_instances": 398,
        "yosysWarnings": 1,
        "yosys_area_um2": 3470,
        "syn_avg_cell_area_um2": 8.73,
        "synth_cell_types": 58,
    },
    "power": {
        "p_leak_nw": 1.45,
        "ir_worst_vdd_mv": 0.197,
        "power.density_cell_area_nw_per_um2": 337,
        "power.total_w": 0.00134,
    },
    "place": {
        "place_hpwl_um": 4440,
        "portBuffers": 20,
        "gp_congestion": 0.843,
        "place_area_um2": 3790,
    },
    "layout": {
        "post-route-cell-area_um2": 3980,
        "final_cell_mix": "nor2_1 (63), dfxtp_1 (54), nand2_1 (30), inv_1 (25), xor2_1 (23)",
        "drive_gt1_share_pct": 7.49,
        "lay_top_count": "nor2_1",
        "syn2layout_area_growth_pct": 14.7,
    },
    "final_timing": {
        "fmax_mhz": 290,
        "setup_viol": 0,
        "finalMaxSlewViolations": 0,
        "grt_setup_unrepaired": "false",
        "min_period_ps": 3450,
        "tightest_slew_ps": 842,
        "whs_ps": 464,
        "tns_ps": 0,
        "skew_ps": 9.29,
        "relSlewSlack_pct": 43.7,
        "fin_crit_sh_pct": 84.2,
        "hold_viol_final": 0,
    },
    "worst_hold_path": {
        "hold_depth": 1,
        "hp-start": "count_2[0]$_SDFF_PP0_",
        "hold_path.class": "register to register",
        "whs_endpoint": "count_2[0]$_SDFF_PP0_",
    },
    "job": {
        "warnings": 39,
        "maxCapViolCount": 0,
    },
    "route": {
        "antenna_cells": 0,
        "viasPerCell": 5.11,
        "route.vias.total": 2719,
        "dr.pass1.iters": 4,
        "drt_iter0_drc": 82,
        "drc_errors": 0,
        "wirelength_um": 6290,
        "ant_nets": 0,
        "wl_per_cell_um": 11.8,
    },
}
[where the power goes]
part,switching (W),internal [W],total [W]
clock network,0.000246,0.000284,0.000529
logic,0.0000850,0.0000701,0.000155
registers,0.0000170,0.000643,0.000660
total,0.000348,0.000996,0.00134
[critical path: stages]
cell	delay [ps]
clkdlybuf4s50_1	590
o21ai_0	100
a221oi_1	290
nand2_1	160
and2_1	160
o41ai_1	360
mux2i_1	210
nor2_1	160
inv_1	100
ha_1	210
or3_2	480
o221ai_2	60
[logic make-up after synthesis]
family	count (synthesis)	share of synthesized area, %
adders and majority gates	19	6.84
AOI/OAI and AO/OA	50	10.8
muxes	10	3.02
xor gates and xnor gates	39	9.83
buffers and inverters	40	5.18
DFF	63	38.9
and+or+nand+nor	176	25.4
other	1	0.108
[worst max path at each step]
stage	startpoint	end	cells after the start
finish	mod_sel[0]	register	12
global route	data_out[0]$_SDFFE_PP0N_	register	12
CTS	data_out[0]$_SDFFE_PP0N_	register	12
[synth_stat cells, types with 6 or more instances]
master,number
nor2_1,63
dfxtp_1,54
nand2_1,30
inv_1,25
xor2_1,23
ha_1,19
nand3_1,17
xnor2_1,16
o21ai_0,14
nand4_1,13
a21oi_1,10
edfxtp_1,9
mux2i_1,9
and3_1,6
clkbuf_1,6
nor2b_1,6
[per-layer routing]
metal  vias up  routed length, um  GRT usage (%)
li1       1427                  -              -
met1      1237               3020           22.1
met2        46               2910           24.9
met3         9                263           3.24
met4         0                 87           2.27
met5         -                  0              0
[per-stage QoR]
step | instances | utilization [%] | worst slack [ps]
after detailed placement | 516 | 45.6 | 328
after global routing | 532 | 48.0 | 414
after CTS | 532 | 48.0 | 673
after floorplan | 399 | - | 862
final | 532 | 48.0 | 647
after global placement | 516 | 45.6 | 391
[cell type report]
| type | count | area, um^2 |
|---|---|---|
| Fill cell | 773 | 4320 |
| Inverter | 26 | 97.6 |
| Clock inverter | 6 | 70.1 |
| Tap cell | 105 | 131 |
| Sequential cell | 63 | 1350 |
| Clock buffer | 10 | 128 |
| Timing Repair Buffer | 26 | 245 |
| Multi-Input combinational cell | 296 | 1960 |
Power figures rest on the tool's default switching activity, not on a simulated workload.
